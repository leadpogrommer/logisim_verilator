===== design/flow/design.v =====
`timescale 1ns / 1ps
module ALU(
    input wire [15:0] A  ,
    input wire [15:0] B,
    input wire Cin  ,
    output wire [15:0] S  ,
    output wire [3:0] CVZN,
    input wire [2:0] op_type  ,
    input wire [2:0] func  ,
    input wire [2:0] shif_count_ni  
);
function automatic checkC(input [16:0] i);
    checkC = i[16];
endfunction
function automatic checkV(input [15:0] rd, rs0, rs1);  
    checkV = ((rd[15] != 0) && (rs0[15] == 0) && (rs1[15] == 0)) ||
             ((rd[15] == 0) && (rs0[15] != 0) && (rs1[15] != 0)) ;
endfunction
    reg C;
    reg V;
    wire Z;
    wire N;
    assign CVZN[3:0] = {C, V, Z, N};
    wire [16:0] wA = {1'd0, A};
    wire [16:0] wB = {1'd0, B};
    reg  [16:0] wS;
    assign Z = S == 16'd0;
    assign N = S[15];
    assign S = wS[15:0];
    wire [4:0] wShiftCount = 5'd1 + {2'b0, shif_count_ni};
    always_comb  begin
        case (op_type)
            default: begin
                wS = 0;
                C = 0;
                V = 0;
            end
            3'b001: begin  
                case(func)
                    0: begin  
                        C = 0;
                        V = 0;
                        wS = wA & wB;
                    end
                    1: begin  
                        C = 0;
                        V = 0;
                        wS = wA | wB;
                    end
                    2: begin  
                        C = 0;
                        V = 0;
                        wS = wA ^ wB;
                    end
                    3: begin  
                        C = 0;
                        V = 0;
                        wS = wA & (wB ^ 17'hffff);
                    end
                    4: begin  
                        wS = A + B;
                        C = checkC(wS);
                        V = checkV(S, A, B);
                    end
                    5: begin  
                        wS = wA + wB + {16'd0, Cin};
                        C = checkC(wS);
                        V = checkV(S, A, B +{15'd0, Cin});  
                    end
                    6: begin  
                        wS = wA + (wB ^ 17'hffff) + 1;
                        C = checkC(wS);
                        V = checkV(S, A, (~B) + 1);  
                    end
                    7: begin  
                        wS = wA + (wB ^ 17'hffff) + {16'd0, Cin};
                        C = checkC(wS);
                        V = checkV(S, A, (~B) + {15'd0, Cin});  
                    end
                endcase
            end
            3'b010: begin  
                case(func)
                    default: begin
                        wS = 0;
                        C = 0;
                        V = 0;
                    end
                    0: begin  
                        wS = (wA ^ 17'hffff) + 1;
                        C = checkC(wS);
                        V = A == 16'h8000;
                    end
                    1: begin  
                        wS = wA ^ 17'hffff;
                        C = 0;
                        V = 0;
                    end
                    2: begin  
                        wS = {1'd0, {8{wA[7]}}, wA[7:0]};
                        C = 0;
                        V = 0;
                    end
                    3: begin  
                        wS = wA & 17'h00FF;
                        C = 0;
                        V = 0;
                    end
                endcase
            end
            3'b100: begin
                V = 0;
                case(func)
                    default: begin
                        wS = 0;
                        C = 0;
                    end
                    0: begin  
                        wS = wA << wShiftCount;
                        C = wA[16 - wShiftCount];
                    end
                    1: begin  
                        wS = wA >> wShiftCount;
                        C = wA[wShiftCount - 1];
                    end
                    2: begin  
                        wS = {1'b0, (A >>> wShiftCount) | ({16{A[15]}} << (16 - wShiftCount))};
                        C = wA[wShiftCount - 1];
                    end
                    3: begin  
                        wS = {1'b0, (A << wShiftCount) | {A >> (16 - wShiftCount)}};
                        C = wA[16 - wShiftCount];
                    end
                    4: begin  
                        wS = {1'b0, (A >> wShiftCount) | {A << (16 - wShiftCount)}};
                        C = wA[wShiftCount - 1];
                    end
                    5: begin  
                        wS = {1'b0, (A << wShiftCount) | {{15'd0, Cin} << (wShiftCount - 1)} |  {A >> (16 - wShiftCount + 1)}};
                        C = wA[16 - wShiftCount];
                    end
                    6: begin  
                        wS = {1'b0, (A >> wShiftCount) | {{15'd0, Cin} << (16 - wShiftCount)} | {A << (16 - wShiftCount + 1)}};
                        C = wA[wShiftCount - 1];
                    end
                endcase
            end
        endcase
    end
endmodule

===== design/flow/run.sh =====
#!/bin/bash
# OpenROAD 26Q1-2900-gdf79404cd8, Yosys 0.63+post, stock flow scripts
make -C /OpenROAD-flow-scripts/flow DESIGN_CONFIG=/design/flow/config.mk WORK_HOME=/design/flow/orfs finish

===== design/flow/constraint.sdc =====
current_design ALU

set clk_period 10.0
set clk_io_pct 0.2

create_clock -name clk0 -period $clk_period

set non_clock_inputs [all_inputs -no_clocks]
set_input_delay [expr $clk_period * $clk_io_pct] -clock clk0 $non_clock_inputs
set_output_delay [expr $clk_period * $clk_io_pct] -clock clk0 [all_outputs]

===== design/flow/config.mk =====
export PLATFORM = sky130hd
export DESIGN_NAME = ALU
export DESIGN_NICKNAME = ALU
export VERILOG_FILES = /design/flow/design.v
export SDC_FILE = /design/flow/constraint.sdc
export NUM_CORES = 4
export LEC_CHECK = 1
export CORE_UTILIZATION = 50

==> flow_summary.toml <==
# physical design summary
[synth]
synth_stat.cells = 1622
synthCells = 1622
synthDistinctLibCells = 108
synth.avg_cell_area_um2 = 6.64
yosysChipArea_mm2 = 0.0108
yosys_warnings = 1
synth_area_mm2 = 0.0108
ys_seq_share_pct = 0

[setup_path]
cp-start-kind = "input port"
required_ns = 8.00
crit_family = "simple AND/OR/NAND/NOR gates"
crit_fanout = 19
crit_chain = "clkdlybuf4s50_1 -> nand4bb_1 -> nor2_2 -> buf_4 -> a21oi_1 -> a221oi_1 -> nor3_1 -> o31ai_1 -> o211ai_1 -> a211oi_1 -> or4b_1 -> nor4_2 -> clkdlybuf4s50_1"
worstPathArrival_ns = 7.90
max_stage_delay_ns = 0.98
critPathKind = "input port to output port"
worst-path-buf-inv = 3
crit_top_cell = "clkdlybuf4s50_1"
endpoint_kind = "output port"
critPathSlowestCell = "o31ai_1"

[timing]
period_used_pct = 99.0
hold_viol = 0
min_period_ns = 9.90
maxSlewViolCount = 0
worst_pin_slew_ns = 1.40
whs_ns = 5.32
finalSetupViolCount = 0
final.setup.tns_ns = 0
rsz0062_at_grt = "false"
maxSlewHeadroom_pct = 6.43
fmax_mhz = 101

[drt]
firstDrtPassIters = 10
wl_um = 64700
vias = 15100
drc = 0
viasPerCell = 8.04
ant_nets = 0
wl_per_cell_um = 34.5
drtIter0Drc = 2362

[layout]
lay_top_count = "nand2_1"
fin_area_mm2 = 0.0116
nFlopsAndLatches = 0
logic_area_mm2 = 0.00981
syn2layout_area_growth_pct = 7.85
layout_top_cells = "nand2_1, nor2_1, a21oi_1"
drive_above_1_share_pct = 12.6
seq_area_um2 = 0
fillers = 2029
clock_buffers = 0
fin_cells = 1877

[placement]
gp_congestion = 1.16
portBuffers = 62
dp_hpwl_um = 46100
dp_cells = 1872
post_dp_cell_area_mm2 = 0.0116

[global_routing]
track_usage_pct = 60.0
gr-total-overflow = 0
grt_pass1_wl_um = 93700
grt_max_degree = 64
antenna_found_initial = 9
first_global_vias = 13700

[job]
cap_violations = 0
warnings = 66

[cts]
post_cts_resized = 0
ctsHoldBuffers = 0
postCtsSetupRepairBufs = 0

[floorplanning]
floorplan.core_util_pct = 51.0
ios = 62
fp.dieW_um = 149
core_area_mm2 = 0.0211
die_y_um = 149
die_area_mm2 = 0.0221
rows = 53

[power]
ir_worst_vdd_v = 0.0000528
p_switching_mw = 0.509
p_leak_nw = 4.23
power_mw = 0.764
p_per_area_mw_per_mm2 = 65.8
p_int_mw = 0.255
switching_share_pct = 66.6

[min_path]
hold_depth = 6
min_path_type = "input port to output port"
min_from = "func[1]"
min_to = "CVZN[3]"

[run_status]
status = "finished, final reports clean"
worst max path at each step:
stage                 from       to  cells after the start
4_1_cts   shif_count_ni[1]  CVZN[1]                     15
6_report        op_type[0]  CVZN[1]                     13
5_1_grt         op_type[0]  CVZN[1]                     13
final cells by class:
type,instances,area share [%]
repair buffers,146,10.6
diodes,5,0.108
inverters,57,1.84
multi-input cells,1394,84.5
well taps,275,2.96
metal layers:
metal / global-route usage [%] / up-vias / wire length (µm)
li1: - / 6249 / -
met1: 67.0 / 6878 / 21000
met2: 81.7 / 1431 / 25600
met3: 34.6 / 516 / 10700
met4: 49.2 / 8 / 7140
met5: 2.73 / - / 108
cells by family after synthesis:
logic type | share of synthesized area, %
xor+xnor | 2.84
simple gates | 27.6
compound gates | 40.3
mux | 12.7
fa+ha+maj | 7.04
buf+inv | 9.51
through the flow:
step                utilization [%]  setup slack, ns
floorplan                         -             2.00
global placement               54.9            0.902
detailed placement             54.9            0.895
CTS                            54.9            0.895
global route                   55.0            0.155
finish                         55.0            0.100
Yosys cell counts, types with 25 or more instances:
library cell  count  share of area, %
a21oi_1         122               5.7
nor3_1           53               2.5
a22oi_1          28               2.0
nor2_1          125               4.4
a31oi_1          33               1.9
buf_2            53               2.5
nor4_1           25               1.5
o21ai_0         107               5.0
mux2i_1          46               4.3
ha_1             51               5.9
nand4_1          32               1.9
clkbuf_1         87               3.0
mux2_2           27               2.8
xnor2_1          29               2.4
nor2b_1          25               1.5
o22ai_1          33               1.9
mux4_2           25               5.2
nand3_1          57               2.7
inv_1            52               1.8
o31ai_1          40               2.8
a211oi_1         35               2.4
nand2_1         146               5.1
o211ai_1         27               1.9
tightest hold or removal path, stage by stage:
cell and delay, ns:
buf_2 0.12, buf_4 0.30, nor2_1 0.17, nor3_1 0.06
o21ai_0 0.16, clkdlybuf4s50_1 0.46
