===== flow/run.sh =====
#!/bin/bash
# OpenROAD 26Q1-2900-gdf79404cd8, Yosys 0.63+post, stock flow scripts
make -C /OpenROAD-flow-scripts/flow DESIGN_CONFIG=/design/flow/config.mk WORK_HOME=/design/flow/orfs finish

===== flow/config.mk =====
export PLATFORM = sky130hd
export DESIGN_NAME = branch_logic
export DESIGN_NICKNAME = branch_logic
export VERILOG_FILES = /design/flow/design.v
export SDC_FILE = /design/flow/constraint.sdc
export NUM_CORES = 4
export LEC_CHECK = 1
export CORE_AREA = 10 10 70 70
export DIE_AREA = 0 0 80 80

===== flow/constraint.sdc =====
current_design branch_logic

set clk_period 2.5
set clk_io_pct 0.2

create_clock -name clk0 -period $clk_period

set non_clock_inputs [all_inputs -no_clocks]
set_input_delay [expr $clk_period * $clk_io_pct] -clock clk0 $non_clock_inputs
set_output_delay [expr $clk_period * $clk_io_pct] -clock clk0 [all_outputs]

===== flow/design.v =====
`timescale 1ns / 1ps
module branch_logic(
    input wire [3:0] cccc  ,
    input wire [3:0] CVZN,
    output wire go  
);
    wire C, V, Z, N;
    reg dcsn;
    assign {C, V, Z, N} = CVZN;
    wire reverse = cccc[0];
    assign go = dcsn ^ reverse;
    always_comb begin
        case (cccc[3:1])
            0: dcsn = Z;
            1: dcsn = C;
            2: dcsn = N;
            3: dcsn = V;
            4: dcsn = C & (~Z) & 1;
            5: dcsn = ~(N ^ V) & 1;
            6: dcsn = (~Z) & ~(N ^ V) & 1;
            7: dcsn = 1;
        endcase
    end
endmodule

==> results_dict.tcl <==
# place-and-route summary
set metrics [dict create \
    ff_count 0 \
    final_cells 70 \
    yosysUniqueCellTypes 9 \
    end_kind "output pin" \
    required_ns 2.00 \
    max_clock_freq_ghz 0.428 \
    grt_pass1_wl_um 696 \
    mostFrequentLayoutCell "clkdlybuf4s50_1" \
    clockBufferCount 0 \
    tool_warnings 32 \
    rsz0062_at_grt "no" \
    postSynthSeqShare_pct 0 \
    grt_max_degree 5 \
    place.gp.congestion 0.742 \
    core_area_mm2 0.00342 \
    vias 136 \
    rows 21 \
    synthesis.instances 13 \
    num_io_pins 9 \
    critPathArrivalTime_ns 1.84 \
    cts_setup_buffers 0 \
    period_minus_slack_ns 2.34 \
    syn_avg_cell_area_um2 6.64 \
    crit_chain "clkdlybuf4s50_1 > inv_1 > o31ai_1 > a21oi_1 > o21ai_1 > xor2_1 > dlygate4sd2_1" \
    antenna_found_initial 0 \
    grt_usage_pct 1.36 \
    maxSlewViolCount 0 \
    area_delta_synth_final_pct 183 \
    slowest_stage "clkdlybuf4s50_1" \
    power_density_mw_per_mm2 130 \
    initCoreUtil_pct 2.53 \
    slew_headroom_pct 83.7 \
    via_per_inst 1.94 \
    hold_buffers 0 \
    lay_top_cells "clkdlybuf4s50_1 (5), dlygate4sd2_1 (4)" \
    critPathKind "input port to output pin" \
    synth-simple-area-share_pct 20.3 \
    logic_area_um2 82.6 \
    route.detailed.drc 0 \
    yosys_area_um2 86.3 \
    die_w_um 80 \
    logic_family "AND-OR/OR-AND gates" \
    drive_above_1_share_pct 12.5 \
    die-area_mm2 0.00640 \
    tightestPinTransition_ns 0.242 \
    cap_viol_max_count 0 \
    place_ws_ns -0.179 \
    hpwl_um 392 \
    ys_sh_mux_pct 23.2 \
    crit_path_max_fanout 2 \
    synthXorXnorAreaFrac_pct 20.3 \
    register_area_um2 0 \
    p_leak_nw 0.0892 \
    portBuffers 9 \
    period_used_pct 93.6 \
    min_path_type "input port to output pin" \
    first_pass_iters 3 \
    wire_per_inst_um 6.23 \
    fp.dieH_um 80 \
    wirelength_um 436 \
    ir_worst_vdd_uv 17.8 \
    syn_area_um2 86.3 \
    grt-ovfl-total 0 \
    setup_violations 0 \
    hold_violations 0 \
    start_kind "input port" \
    crit_buf_inv 3 \
    slowest_delay_ns 0.45 \
    status "finished clean" \
    synthAdderAreaFrac_pct 0 \
    cp_top_family "buffers and inverters" \
    ys_cells 13 \
    aoi_share_pct 31.9 \
    ant_nets 0 \
    grt_pass1_vias 160 \
    num_antenna_cells 0 \
    drt_iter0_drc 7 \
    dp_cells 70 \
    synth_warnings 1 \
    fillerInstances 412 \
    setup_ws_ns 0.161 \
]
area by class of cell:
type                       instances  share of cell area [%]
timing repair buffer              11                    41.0
multi-input combinational         12                    33.8
tap                               46                    23.6
inverter                           1                    1.54
report_power, final:
part	total (mW)	internal (mW)	switching [mW]
registers	0	0	0
clock network	0	0	0
logic	0.0317	0.0200	0.0117
cell usage after synthesis:
| cell | number | area share (%) |
|---|---|---|
| nand2_1 | 1 | 4.3 |
| o31ai_1 | 1 | 8.7 |
| nor3_2 | 1 | 12 |
| o21ai_1 | 2 | 12 |
| inv_1 | 1 | 4.3 |
| xor2_1 | 2 | 20 |
| a21oi_1 | 2 | 12 |
| nor2_1 | 1 | 4.3 |
| mux2i_1 | 2 | 23 |
per-stage QoR:
step                      hold slack, ns  TNS, ns  total power, mW  utilization, %  cell area, um^2
after global placement              1.94   -0.129           0.0345            7.29              249
after floorplan                     1.03        0           0.0105               -             86.3
after global routing                1.80        0           0.0365            7.14              244
final                               1.74        0           0.0317            7.14              244
after detailed placement            1.93   -0.179           0.0355            7.29              249
after CTS                           1.75        0           0.0320            7.14              244
worst paths after layout:
| check | startpoint | endpoint | cells after the start |
|---|---|---|---|
| min | cccc[0] | go | 3 |
| max | CVZN[3] | go | 7 |
layer usage:
metal  wire (um)  track usage [%]
met1         166             1.52
met2         234             2.73
met3          35            0.227
met4           0                0
met5           0                0
timing repair:
| item | CTS | global route |
|---|---|---|
| endpoints found under the setup margin | 1 | 0 |
| hold endpoints to repair | 0 | 0 |
| resized | 4 | 0 |
logic make-up after synthesis:
| logic type | count (synthesis) |
|---|---|
| compound gates | 5 |
| xor+xnor | 2 |
| buf+inv | 1 |
| mux | 2 |
| simple gates | 3 |
Power is estimated from default activity; no workload was simulated.
