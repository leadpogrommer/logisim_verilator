### /design/flow/constraint.sdc
current_design gpu_to_bus

set clk_period 7.7
set clk_io_pct 0.2

create_clock -name clk0 -period $clk_period [get_ports {clk}]

set non_clock_inputs [all_inputs -no_clocks]
set_input_delay [expr $clk_period * $clk_io_pct] -clock clk0 $non_clock_inputs
set_output_delay [expr $clk_period * $clk_io_pct] -clock clk0 [all_outputs]
### /design/flow/run.sh
#!/bin/bash
# OpenROAD 26Q1-2900-gdf79404cd8, Yosys 0.63+post, stock flow scripts
make -C /OpenROAD-flow-scripts/flow DESIGN_CONFIG=/design/flow/config.mk WORK_HOME=/design/flow/orfs finish
### /design/flow/design.v
`timescale 1ns / 1ps
module gpu_to_bus #(parameter BASE_ADDR = 16'hff00)(
    input clk,
    output reg [15:0] vram_addr,
    output reg [15:0] vram_data,
    output wire vram_write,
    input wire [15:0] cpu_addr,
    input wire [15:0] cpu_data,
    input wire cpu_write 
);
reg [3:0] vram_write_cycles;
(* keep = "true", mark_debug = "true" *)reg prev_cpu_write;
initial begin
    vram_addr = 0;
    vram_write_cycles = 0;
    prev_cpu_write = 0;
end
assign vram_write = (vram_write_cycles != 0);
(* keep = "true", mark_debug = "true" *)wire wr = cpu_write & (~prev_cpu_write);
always @(posedge clk) begin
    if (wr && (cpu_addr == (BASE_ADDR + 16'h0))) begin
        vram_addr <= cpu_data;
    end
    if (wr && (cpu_addr == (BASE_ADDR + 16'h2))) begin
        vram_write_cycles <= 2;  
        vram_data <= cpu_data;
        vram_addr <= (vram_addr + 16'h1);
    end
    prev_cpu_write <= cpu_write;
    if (vram_write_cycles != 0) vram_write_cycles <= (vram_write_cycles - 1);
end
endmodule
### /design/flow/config.mk
export PLATFORM = sky130hd
export DESIGN_NAME = gpu_to_bus
export DESIGN_NICKNAME = gpu_to_bus
export VERILOG_FILES = /design/flow/design.v
export SDC_FILE = /design/flow/constraint.sdc
export NUM_CORES = 4
export LEC_CHECK = 1
export CORE_UTILIZATION = 40
==> flow_metrics.py <==
# Generated from Yosys and OpenROAD reports
metrics = {
    "status": {
        "outcome": "finished, final reports clean",
    },
    "logic_synthesis": {
        "yosysWarnings": 1,
        "aoi_share": 0.00418,
        "synth_cells": 123,
        "ys_cells": 123,
        "xor_share": 0.0732,
        "avgSynthCellArea_um2": 14.6,
        "topCombFamilyByArea": "simple AND/OR/NAND/NOR gates",
        "ys_sh_simple": 0.157,
        "ys_chip_area_mm2": 0.00180,
        "ys_seq_frac": 0.613,
        "synth-adder-area-share": 0.0209,
        "numSynthFlops": 37,
        "synth-async-reset-ratio": 0,
        "yosysUniqueCellTypes": 28,
        "synth_area_mm2": 0.00180,
        "synth-edff-count": 36,
        "mux_share": 0.112,
        "ff_type": "edfxtp_1",
    },
    "worst_setup_path": {
        "cp_max_fo": 9,
        "critPathArrivalTime_ns": 3.55,
        "path_cells": "clkdlybuf4s50_1, nor4b_1, nand3_1, nor3_2, buf_4",
        "critPathSlowestCell": "nor3_2",
        "critPathKind": "input port to register",
        "start_kind": "input port",
        "crit_path_end_kind": "register",
        "slowest_delay_ns": 0.66,
        "path_buffers": 2,
        "cp.required_ns": 7.68,
        "ff2ff_setup_slack_ns": 5.79,
        "crit_family": "simple AND/OR/NAND/NOR gates",
    },
    "global_route": {
        "overflow": 0,
        "grt_usage": 0.173,
        "antenna_found_initial": 0,
        "grt_max_degree": 18,
        "grt_pass1_wl_um": 5660,
        "grt_pass1_vias": 1163,
    },
    "timing": {
        "setup_viol_count_final": 0,
        "hold_violations": 0,
        "timing.hold.ws_ns": 0.582,
        "drv_slew": 0,
        "setup_slack_ns": 4.13,
        "fmax_mhz": 280,
        "tightest_slew_ns": 0.732,
        "finalCriticalPeriod_ns": 3.57,
        "rsz0062_at_grt": "no",
        "skew_ns": 0.00546,
        "fin_setup_tns_ns": 0,
        "relSlewSlack": 0.510,
        "period_used_share": 0.463,
    },
    "power_and_ir_drop": {
        "cellInternalPower_mw": 0.338,
        "power.leakage_nw": 0.938,
        "power.density_mw_per_mm2": 166,
        "irDropWorstVdd_mv": 0.100,
        "p_seq_frac": 0.571,
        "p_switching_mw": 0.0948,
        "p_sw_frac": 0.219,
        "p_comb_frac": 0.146,
        "pwr-share-clk": 0.283,
    },
    "layout": {
        "synthToLayoutAreaGrowth_pct": 45.3,
        "num-fill-cells": 332,
        "layout-drive-gt1-share": 0.127,
    },
    "clocking": {
        "clock.latency.late_pin_ns": 0.28,
        "clk_transition_reported_paths_ns": 0.07,
        "cts_tree": "done",
        "cts.sinks": 37,
        "cts_root_buf": "clkbuf_8",
        "htree_levels": 2,
        "cts_resized": 0,
        "clockBufferDepth": 2,
        "cts_setup_buffers": 0,
        "cts_inserted_buffers": 5,
        "ctsHoldBuffers": 0,
    },
    "detailed_routing": {
        "num_vias": 1255,
        "viasPerCell": 5.08,
        "drt-initial-drc-count": 40,
        "wl_met3_um": 181,
        "wl_met1_um": 1740,
        "ant_nets": 0,
        "met2WireLength_um": 1660,
        "dr.pass1.iters": 4,
        "top_layer": "met4",
        "insertedDiodeCount": 0,
        "route.detailed.drc": 0,
        "wl_per_cell_um": 14.7,
        "wirelength_um": 3640,
    },
    "die": {
        "die_y_um": 69.0,
        "die_w_um": 69.0,
        "dieArea_mm2": 0.00476,
        "fp_util": 0.433,
        "core_area_mm2": 0.00414,
        "num_io_pins": 67,
        "std_cell_rows": 23,
    },
    "min_path": {
        "min_path_type": "register to register",
    },
    "placement": {
        "place_ws_ns": 3.82,
        "post-dp-hpwl_um": 2710,
        "portBuffers": 66,
        "place.gp.congestion": 0.797,
    },
    "run": {
        "warnings": 27,
        "max_cap_viol_count": 0,
    },
}
cells in the mapped netlist, types with 2 or more instances:
cell type	count	area share
edfxtp_1	36	0.60
ha_1	3	0.021
inv_1	6	0.013
mux2_1	2	0.013
mux2_2	7	0.044
mux2_4	6	0.050
nand2_1	6	0.013
nand3_1	5	0.014
nand4_1	7	0.024
nor2_1	4	0.0084
nor3_1	6	0.017
nor4_1	6	0.021
xnor2_1	7	0.034
xor2_1	8	0.039
layout make-up:
type	instances	area, um2	share of cell area
tap	50	62.6	0.0240
timing repair buffer	68	676	0.259
clock inverter	1	3.75	0.00144
inverter	6	22.5	0.00863
multi-input combinational	79	671	0.257
sequential	37	1100	0.422
clock buffer	6	72.6	0.0278
cells by family after synthesis:
| kind of cell | Yosys count |
|---|---|
| and+or+nand+nor | 44 |
| DFF | 37 |
| muxes | 16 |
| xor gates and xnor gates | 15 |
| buffers and inverters | 7 |
| adders and majority gates | 3 |
| AOI/OAI and AO/OA | 1 |
layout by cell type, fill, tap and decap left out, types with 2 or more instances in the layout:
| cell type | synthesis | final |
|---|---|---|
| nand2_1 | 6 | 6 |
| mux2_1 | 2 | 2 |
| nor3_1 | 6 | 5 |
| nor2_1 | 4 | 4 |
| nand3_1 | 5 | 5 |
| xnor2_1 | 7 | 7 |
| mux2_2 | 7 | 7 |
| xor2_1 | 8 | 8 |
| ha_1 | 3 | 3 |
| clkdlybuf4s50_1 | 0 | 66 |
| nand4_1 | 7 | 7 |
| edfxtp_1 | 36 | 36 |
| buf_4 | 0 | 2 |
| nor4_1 | 6 | 6 |
| clkbuf_8 | 0 | 5 |
| mux2_4 | 6 | 6 |
| inv_1 | 6 | 6 |
through the flow:
step,area [um2],power [mW],cells,util
global route,2610,0.455,247,0.630
detailed placement,2530,0.316,240,0.611
finish,2610,0.433,247,0.630
CTS,2610,0.439,247,0.630
global placement,2530,0.312,240,0.611
floorplan,1800,0.285,123,-
state kept, by name (all words and copies together) (netlist names):
| register | count |
|---|---|
| vram_write_cycles | 4 |
| vram_addr | 16 |
| prev_cpu_write | 1 |
| vram_data | 16 |
per-layer routing:
layer,vias to the layer above,track usage
li1,620,-
met5,-,0
met3,5,0.0400
met2,33,0.256
met1,597,0.286
met4,0,0.0204
worst paths after layout:
path / start / endpoint / cells after the start
worst min register to register: vram_write_cycles[0]$_SDFFCE_PN0P_ / vram_write_cycles[0]$_SDFFCE_PN0P_ / 1
worst max-delay path: cpu_addr[3] / vram_data[0]$_DFFE_PP_ / 5
worst max register to register: vram_addr[0]$_DFFE_PP_ / vram_addr[14]$_DFFE_PP_ / 5
worst min-delay path: vram_write_cycles[0]$_SDFFCE_PN0P_ / vram_write_cycles[0]$_SDFFCE_PN0P_ / 1
power by group through the flow:
stage | Sequential, mW | Clock, mW | Combinational (mW)
4_1_cts | 0.247 | 0.127 | 0.0644
5_1_grt | 0.249 | 0.134 | 0.0720
6_report | 0.247 | 0.123 | 0.0633
Power figures rest on the tool's default switching activity, not on a simulated workload.
